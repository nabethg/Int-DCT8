File: config.mk
export PLATFORM = sky130hd
export DESIGN_NAME = int_dct8
export DESIGN_NICKNAME = int_dct8
export VERILOG_FILES = /design/flow/design.v
export SDC_FILE = /design/flow/constraint.sdc
export NUM_CORES = 4
export LEC_CHECK = 1
export CORE_UTILIZATION = 40
export SYNTH_HDL_FRONTEND = slang
File: constraint.sdc
current_design int_dct8

set clk_period 30.6
set clk_io_pct 0.2

create_clock -name clk0 -period $clk_period [get_ports {clk}]

set non_clock_inputs [all_inputs -no_clocks]
set_input_delay [expr $clk_period * $clk_io_pct] -clock clk0 $non_clock_inputs
set_output_delay [expr $clk_period * $clk_io_pct] -clock clk0 [all_outputs]
File: design.v
module int_dct8 #(
  parameter int IN_WIDTH  = 8,
  parameter int CONST_WIDTH = 16,
  parameter int OUT_WIDTH   = 20
) (
  input  logic                         clk,
  input  logic                         rst,
  input  logic                         valid_in,
  input  logic signed [IN_WIDTH-1:0] x [0:7],
  output logic                         valid_out,
  output logic signed [OUT_WIDTH-1:0]  y [0:7]
);
  localparam signed [CONST_WIDTH-1:0] C3 = 16'sd27246;
  localparam signed [CONST_WIDTH-1:0] S3 = 16'sd18205;
  localparam signed [CONST_WIDTH-1:0] C4 = 16'sd23170;
  localparam signed [CONST_WIDTH-1:0] C6 = 16'sd12540;
  localparam signed [CONST_WIDTH-1:0] S6 = 16'sd30274;
  localparam signed [CONST_WIDTH-1:0] C7 = 16'sd6393;
  localparam signed [CONST_WIDTH-1:0] S7 = 16'sd32138;
  logic       s1_valid;
  logic signed [IN_WIDTH:0] s1_even [0:3];
  logic signed [IN_WIDTH:0] s1_odd  [0:3];
  always_ff @(posedge clk) begin
    if (rst) begin
      s1_valid <= 1'b0;
      for (int i = 0; i < 4; i++) begin
        s1_even[i] <= '0;
        s1_odd[i]  <= '0;
      end
    end else begin
      s1_valid   <= valid_in;
      s1_even[0] <= x[0] + x[7];
      s1_even[1] <= x[1] + x[6];
      s1_even[2] <= x[2] + x[5];
      s1_even[3] <= x[3] + x[4];
      s1_odd[0]  <= x[3] - x[4];
      s1_odd[1]  <= x[2] - x[5];
      s1_odd[2]  <= x[1] - x[6];
      s1_odd[3]  <= x[0] - x[7];
    end
  end
  logic       s2_valid;
  logic signed [IN_WIDTH+1:0] s2_even [0:3];
  logic signed [IN_WIDTH+CONST_WIDTH+1:0] s2_odd [0:3];
  always_ff @(posedge clk) begin
    if (rst) begin
      s2_valid <= 1'b0;
      for (int i = 0; i < 4; i++) begin
        s2_even[i] <= '0;
        s2_odd[i]  <= '0;
      end
    end else begin
      s2_valid   <= s1_valid;
      s2_even[0] <= s1_even[0] + s1_even[3];
      s2_even[1] <= s1_even[1] + s1_even[2];
      s2_even[2] <= s1_even[1] - s1_even[2];
      s2_even[3] <= s1_even[0] - s1_even[3];
      s2_odd[0]  <= s1_odd[0] << 15;   
      s2_odd[1]  <= (s1_odd[2] - s1_odd[1]) * C4;
      s2_odd[2]  <= (s1_odd[2] + s1_odd[1]) * C4;
      s2_odd[3]  <= s1_odd[3] << 15;
    end
  end
  logic       s3_valid;
  logic signed [IN_WIDTH+CONST_WIDTH+2:0] s3_even [0:3];
  logic signed [IN_WIDTH+CONST_WIDTH+2:0] s3_odd [0:3];
  always_ff @(posedge clk) begin
    if (rst) begin
      s3_valid <= 1'b0;
      for (int i = 0; i < 4; i++) begin
        s3_even[i] <= '0;
        s3_odd[i]  <= '0;
      end
    end else begin
      s3_valid   <= s2_valid;
      s3_even[0] <= (s2_even[0] + s2_even[1]) * C4;
      s3_even[1] <= (s2_even[0] - s2_even[1]) * C4;
      s3_even[2] <= s2_even[3] * S6 + s2_even[2] * C6;
      s3_even[3] <= s2_even[3] * C6 - s2_even[2] * S6;
      s3_odd[0]  <= s2_odd[0] + s2_odd[1];
      s3_odd[1]  <= s2_odd[0] - s2_odd[1];
      s3_odd[2]  <= s2_odd[3] - s2_odd[2];
      s3_odd[3]  <= s2_odd[3] + s2_odd[2];
    end
  end
  logic       s4_valid;
  logic signed [IN_WIDTH+2*CONST_WIDTH+3:0] s4_odd [0:3];
  always_ff @(posedge clk) begin
    if (rst) begin
      s4_valid <= 1'b0;
      for (int i = 0; i < 4; i++) begin
        s4_odd[i] <= '0;
      end
    end else begin
      s4_valid  <= s3_valid;
      s4_odd[0] <= (s3_odd[3] * S7 + s3_odd[0] * C7) >>> 15;
      s4_odd[1] <= (s3_odd[2] * S3 + s3_odd[1] * C3) >>> 15;
      s4_odd[2] <= (s3_odd[2] * C3 - s3_odd[1] * S3) >>> 15;
      s4_odd[3] <= (s3_odd[3] * C7 - s3_odd[0] * S7) >>> 15;
    end
  end
  assign valid_out = s4_valid;
  assign y[0] = s3_even[0] >>> 9;
  assign y[1] = s4_odd[0]  >>> 9;
  assign y[2] = s3_even[2] >>> 9;
  assign y[3] = s4_odd[2]  >>> 9;
  assign y[4] = s3_even[1] >>> 9;
  assign y[5] = s4_odd[1]  >>> 9;
  assign y[6] = s3_even[3] >>> 9;
  assign y[7] = s4_odd[3]  >>> 9;
endmodule
File: run.sh
#!/bin/bash
# OpenROAD 26Q1-2900-gdf79404cd8, Yosys 0.63+post, stock flow scripts
make -C /OpenROAD-flow-scripts/flow DESIGN_CONFIG=/design/flow/config.mk WORK_HOME=/design/flow/orfs finish
==> impl_metrics.csv <==
group,metric,value,unit
grt,antenna_found_initial,5,
worst_setup_path,crit_fanout,8,
grt,grt_pass1_wl,388,mm
die,die.size.x,493,microns
grt,grt_start_max_net_pins,128,
layout,area_growth,8.83,%
worst_setup_path,arrival,12.80,ns
timing,worstMarginPinSlew,1.01,ns
placement,dpl.cell_count,13600,
placement,placed_area,103000,sq um
detailed_routing,drt_first_iter_violations,2546,
clock_tree,cts_root_buffer,"clkbuf_16",
timing,finalHoldViolCount,0,
die,chip_area,243000,sq um
detailed_routing,first_pass_iters,5,
timing,setup_viol,0,
layout,layout.cells.most_common_list,"inv_1 (2830), ha_1 (1980), fa_1 (1591), nor2_1 (587), dfxtp_1 (424)",
worst_setup_path,worst_ep_required_time,31.16,ns
clock_tree,cts.sink_count,429,
synth,synth-async-reset-ratio,0,%
job,drv_cap,0,
clock_tree,cts.repair_timing.setup_buffer_count,0,
worst_setup_path,max_stage_delay,0.63,ns
grt,vias_in_the_first_global_route,69600,
clock_tree,worst_skew_pair.late_latency,0.75,ns
clock_tree,tritoncts.num_buffers,58,
die,core_util_floorplan,40.2,%
detailed_routing,detail_route.wl_per_cell,17.6,microns
placement,port_buffers,227,
detailed_routing,drc_errors_left,0,
worst_setup_path,timing.critical_path.slowest_stage_cell,"dfxtp_1",
timing,min_period_over_period,40.0,%
clock_tree,clock_tree.htree_level_count,2,
grt,globalRouteOverflowTotal,0,
run_status,outcome,"finished, final reports clean",
layout,finish.cell_count_without_fillers,13700,
detailed_routing,vias,65500,
synth,synth.lib_cells_used.distinct,90,
synth,synth_stat.cells,10200,
worst_setup_path,start_kind,"flip-flop",
clock_tree,post_cts_resize_count,0,
timing,period_minus_slack,12.24,ns
layout,final_layout_size_suffix_gt1_share,2.50,%
die,ios,228,
synth,fraction_of_the_yosys_area_taken_by_sequential_cells,8.89,%
timing,grt_setup_unrepaired,"no",
hold_path,kind_of_path_behind_the_tightest_hold_check,"flip-flop to flip-flop",
clock_tree,cts_stage_hold_buffer_count,0,
synth,synth-warning-count,0,
timing,drv_slew,0,
placement,place_hpwl,212,mm
hold_path,whs_path_depth,1,
clock_tree,cts_max_path_buffers,3,
synth,dominantRegCellSynth,"dfxtp_1",
synth,post_synth_tally_of_flip_flops_with_integrated_enable,0,
synth,synth-area-yosys,96600,sq um
clock_tree,clock_transition_time_at_the_flip_flop_clock_pins_of_the_worst_setup_and_hold_paths,0.07,ns
worst_setup_path,worstRegToRegCells,42,
layout,layout.cell_area.non_filler,105000,sq um
synth,avgSynthCellArea,9.49,sq um
grt,groute.usage.overall,21.7,%
placement,gp_routability_congestion,0.958,
die,dieHeight,493,microns
detailed_routing,totalWireLength,240,mm
worst_setup_path,worstSetupPathType,"flip-flop to flip-flop",
timing,fin_worst_skew,0.0574,ns
die,core.rowCount,180,
layout,final_common_cell,"inv_1",
synth,synth.ff_latch_count,429,
synth,synthesized_cell_area,96600,sq um
die,placeableCoreArea,240000,sq um
synth,syn-instance-count,10200,
worst_setup_path,worst_setup_path_end_kind,"flip-flop",
timing,final.setup.tns,0,ns
detailed_routing,avgViaCountPerCell,4.79,
timing,fmax,81.7,MHz
job,warnings,255,
clock_tree,cts_tree,"yes",
timing,max_slew_margin,31.6,%
detailed_routing,postRouteAntennaNets,0,
## worst max-delay path, delay by kind of cell (launching register included)
kind,cells,cell delay (ns)
simple gates,1,0.05
compound gates,15,4.10
fa+ha+maj,14,6.24
xor+xnor,2,0.41
flops,1,0.63
buf+inv,10,0.64
## cell families after synthesis
kind of cell    Yosys count  share of synthesized area (%)
fa+ha+maj              3574                           58.7
buf+inv                2930                           11.4
simple gates           1345                           6.64
compound gates         1255                           8.50
xor+xnor                604                           5.50
flops                   429                           8.89
mux                      36                          0.382
## flip-flops by register name, summed over array words and instances, names as in the netlist
register   flops
s1_odd        32
s3_even       72
s3_valid       1
valid_out      1
s2_valid       1
s4_odd        80
s1_even       36
s2_even       37
s1_valid       1
s2_odd        67
s3_odd       101
## layer usage
metal  GRT usage (%)  up-vias  wire length, microns
li1                -    32300                     -
met1            32.0    31500                109000
met4            2.47        2                  3540
met3            7.99      153                 21500
met5           0.176        -                    56
met2            32.4     1513                106000
## layout make-up
class | count | area [sq um]
clock buffer | 66 | 1510
fill | 22600 | 135000
sequential | 429 | 8590
tap | 3185 | 3990
multi-input combinational | 6814 | 77000
antenna | 1 | 2.50
inverter | 2832 | 10600
clock inverter | 42 | 533
timing repair buffer | 307 | 2890
## synth_stat cells, drive strengths merged (10+ instances only)
cell type	instances	area share [%]
a31oi	33	0.21
buf	16	0.093
and3	43	0.28
and2	25	0.16
a2111oi	20	0.23
nand3	89	0.47
mux2i	29	0.30
nor3b	10	0.078
ha	1980	26
fa	1591	33
xor2	191	1.7
inv	2831	11
nand2b	53	0.34
o31ai	12	0.098
clkbuf	82	0.32
a41oi	12	0.12
a211oi	39	0.31
o41ai	15	0.16
o211ai	27	0.21
xnor2	412	3.7
a21boi	14	0.11
a31o	14	0.13
o21bai	115	0.89
dfxtp	429	8.9
a21oi	411	2.1
nand2	158	0.61
a211o	11	0.10
nor2b	148	0.96
o21a	58	0.45
nor2	588	2.3
or2	28	0.18
nor3	101	0.53
nand4	25	0.17
a21o	202	1.6
o31a	11	0.10
or3	29	0.19
nor4	18	0.12
o21ai	195	1.0
## per-stage QoR
stage | hold slack (ns) | setup slack (ns) | util [%]
after floorplan | 0.414 | 18.91 | -
after global placement | 0.424 | 18.35 | 42.9
after detailed placement | 0.427 | 18.37 | 42.9
after CTS | 0.441 | 18.28 | 43.7
after global routing | 0.453 | 17.64 | 43.7
final | 0.438 | 18.36 | 43.7
## worst paths after layout
path / startpoint / endpoint / slack, ns
max: s3_odd[3][5] / s4_odd[0][23] / 18.36
min reg2reg: s1_odd[3][5] / s2_odd[3][19] / 0.44
max reg2reg: s3_odd[3][5] / s4_odd[0][23] / 18.36
min: s1_odd[3][5] / s2_odd[3][19] / 0.44
